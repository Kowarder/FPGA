==> flow/config.mk <==
export PLATFORM = sky130hd
export DESIGN_NAME = multiplier
export DESIGN_NICKNAME = multiplier
export VERILOG_FILES = /design/flow/design.v
export SDC_FILE = /design/flow/constraint.sdc
export NUM_CORES = 4
export LEC_CHECK = 1
export CORE_AREA = 10 10 72 72
export DIE_AREA = 0 0 82 82
==> flow/constraint.sdc <==
current_design multiplier

set clk_period 2.7
set clk_io_pct 0.2

create_clock -name clk0 -period $clk_period

set non_clock_inputs [all_inputs -no_clocks]
set_input_delay [expr $clk_period * $clk_io_pct] -clock clk0 $non_clock_inputs
set_output_delay [expr $clk_period * $clk_io_pct] -clock clk0 [all_outputs]
==> flow/design.v <==
`timescale 1ns / 1ps
module multiplier(             
     a,b,p          
);
    input [3:0] a,b;
wire [3:0]m0;
wire [4:0]m1;
wire [5:0]m2;
wire [6:0]m3;
wire [7:0] s1,s2,s3;
output [7:0] p;
assign m0 = {4{a[0]}} & b[3:0];
assign m1 = {4{a[1]}} & b[3:0];
assign m2 = {4{a[2]}} & b[3:0];
assign m3 = {4{a[3]}} & b[3:0];
assign s1 = m0+ (m1<<1);
assign s2 = s1+ (m2<<2);
assign s3 = s2+ (m3<<3);
assign p = s3;
endmodule
==> flow/run.sh <==
#!/bin/bash
# OpenROAD 26Q1-2900-gdf79404cd8, Yosys 0.63+post, stock flow scripts
make -C /OpenROAD-flow-scripts/flow DESIGN_CONFIG=/design/flow/config.mk WORK_HOME=/design/flow/orfs finish
==> flow_metrics.env <==
# source this file to load flow results
export IMPL_portBuffers=16
export IMPL_viasPerCell=2.97
export IMPL_grt_overflow_total=0
export IMPL_synth_largest_area_cell="ha_1"
export IMPL_flop_count=0
export IMPL_area_growth_pct=77.3
export IMPL_ant_nets=0
export IMPL_topCellsByArea="ha_1, fa_1, and2_1, xnor2_1, a21o_1"
export IMPL_status="complete, but fails checks"
export IMPL_core_area_um2=3690
export IMPL_worst_pin_slew_ps=147
export IMPL_cap_violations=0
export IMPL_fp_util=0.104
export IMPL_crit_arrival_ps=2930
export IMPL_wl_per_cell_um=8.34
export IMPL_die_w_um=82
export IMPL_critPathKind="input pin to output pin"
export IMPL_fin_cells=115
export IMPL_grt_pass1_wl_um=1580
export IMPL_gp_congestion=0.789
export IMPL_post_route_util=0.185
export IMPL_hold_class="input pin to output pin"
export IMPL_syn_area_um2=385
export IMPL_common_cells="and2_1, ha_1, fa_1"
export IMPL_syn_instance_count=42
export IMPL_post_dp_cell_area_um2=669
export IMPL_rows=22
export IMPL_nClkBuffers=0
export IMPL_chip_area_um2=6720
export IMPL_dp_cells=113
export IMPL_violations="negative setup slack"
export IMPL_cellLeakagePower_nw=0.362
export IMPL_layout_setup_ws_ps=-771
export IMPL_grt_pass1_vias=326
export IMPL_cp_end_kind="output pin"
export IMPL_min_period_over_period=1.29
export IMPL_p_per_area_nw_per_um2=188
export IMPL_ys_seq_frac=0
export IMPL_via_count=341
export IMPL_grt_usage=0.0289
export IMPL_dp_hpwl_um=843
export IMPL_synth_chip_area_um2=385
export IMPL_ys_types=10
export IMPL_ys_cells=42
export IMPL_warning_count=35
export IMPL_antenna_found_initial=0
export IMPL_synth_most_common_cell="and2_1"
export IMPL_cp_required_ps=2160
export IMPL_fmax_mhz=288
export IMPL_setup_viol=5
export IMPL_fp_dieH_um=82
export IMPL_drc=0
export IMPL_cts_hold_buffers_added=0
export IMPL_finalWirelength_um=959
export IMPL_slew_headroom=0.902
export IMPL_design_portCount=16
export IMPL_design_area_um2=683
export IMPL_post_route_min_period_ps=3470
export IMPL_fillers=428
export IMPL_syn_avg_cell_area_um2=9.18
export IMPL_drt_iter0_drc=8
export IMPL_drv_slew=0
export IMPL_grt_max_degree=5
export IMPL_cp_max_fo=2
export IMPL_yosysWarnings=0
export IMPL_min_path_cells=5
export IMPL_total_power_mw=0.128
export IMPL_flop_area_um2=0
export IMPL_first_pass_iters=2
export IMPL_rsz0062_at_grt="yes"
export IMPL_top_area_frac=0.325
export IMPL_antenna_cells=0
export IMPL_cp_start_kind="input pin"
export IMPL_layout_drive_gt1_share=0.463
export IMPL_irDropWorstVdd_v=0.0000408
export IMPL_hold_viol=0
[per-stage QoR]
step | TNS (ps) | worst slack, ps | hold slack [ps]
floorplan | -1150 | -499 | 1150
global placement | -6570 | -1550 | 2100
detailed placement | -6540 | -1540 | 2090
CTS | -2650 | -831 | 1650
global route | -2850 | -901 | 1720
finish | -2460 | -771 | 1640
[final timing paths]
check  startpoint   end
max          a[1]  p[7]
min          b[3]  p[7]
[cells in the final DEF, fill, tap and decap left out, types with 3 or more instances in the layout]
master and instances:
and2_1 9, and2_4 3, buf_2 9, buf_4 8
fa_1 3, ha_1 8, inv_1 3, nand2_1 3
[where the power goes]
part	internal [mW]	leakage, nW	switching [mW]
registers	0	0	0
clock network	0	0	0
logic	0.0775	0.362	0.0507
[worst max-delay path, stage by stage]
cell and delay, ps:
buf_8 100, and2_4 150, fa_1 520, inv_1 50, fa_1 480, inv_2 50
ha_4 160, fa_2 350, a21o_1 170, a21oi_2 130, xnor2_1 120, buf_2 120
[area by class of cell]
class | instances | area [um2] | share of cell area
inverters | 4 | 15.0 | 0.0220
well taps | 48 | 60.1 | 0.0879
multi-input cells | 38 | 414 | 0.606
repair buffers | 25 | 194 | 0.284
[per-layer routing]
layer / track usage / vias up / wire length, um
met2: 0.0266 / 14 / 244
met3: 0.0154 / 0 / 177
met5: 0 / - / 0
met1: 0.0525 / 141 / 537
li1: - / 186 / -
met4: 0 / 0 / 0
[logic make-up (layout without fill, tap and decap cells)]
family | after synthesis | after routing | synth area share
AND-OR/OR-AND | 4 | 4 | 0.0747
adder cells (fa/ha/maj) | 15 | 15 | 0.584
AND/OR/NAND/NOR | 16 | 16 | 0.234
XOR/XNOR | 3 | 3 | 0.0682
buffers and inverters | 4 | 29 | 0.0389
[timing repair]
item | in CTS | in global routing
endpoints found under the setup margin | 6 | 6
setup buffers | 2 | 0
gates resized | 51 | 3
endpoints found under the hold margin | 0 | 0
pin swaps | 12 | 7
gates cloned | 0 | 0
Power is estimated from default activity; no workload was simulated.
