$ cat design/flow/config.mk
export PLATFORM = sky130hd
export DESIGN_NAME = p8
export DESIGN_NICKNAME = p8
export VERILOG_FILES = /design/flow/design.v
export SDC_FILE = /design/flow/constraint.sdc
export NUM_CORES = 4
export LEC_CHECK = 1
export CORE_UTILIZATION = 40
$ cat design/flow/constraint.sdc
current_design p8

set clk_period 1.0
set clk_io_pct 0.2

create_clock -name clk0 -period $clk_period [get_ports {mclk}]

set non_clock_inputs [all_inputs -no_clocks]
set_input_delay [expr $clk_period * $clk_io_pct] -clock clk0 $non_clock_inputs
set_output_delay [expr $clk_period * $clk_io_pct] -clock clk0 [all_outputs]
$ cat design/flow/design.v
`timescale 1ns / 1ps
module p8(
input mclk,
output wire [6:0] seg,
output wire [3:0] an
    );
     reg [15:0] stat_bcd = 16'b0;
 wire en;
 wire [11:0] bin_d_in;
 wire [15:0] bcd_d_out;
 wire rdy;
 wire clock_out;
 example_count uut1(clock_out,en,bin_d_in);
 bin2BCD uut2(clock_out, en,bin_d_in,bcd_d_out,rdy);
 multi_seg_drive uut3(clock_out,stat_bcd,an, seg);
 clk_divider uut4(mclk,clock_out);
 always @(posedge mclk)
    begin
    if(rdy)
       begin
       stat_bcd<=bcd_d_out;
       end
     end
endmodule
module example_count(
input clk,
output done,
output [11:0] bin_cnt);
parameter c_reg_size = 34;
reg [c_reg_size -1:0] count = 0;
reg fin = 0;
reg old_b = 0;
 always @(posedge clk)
    begin
    count <= count+1;
        if((old_b && !count[c_reg_size-12]) || (!old_b && count[c_reg_size-12]))
            begin
            fin <=1;
            end
        else
            begin
            fin <=0;
            end
         old_b <=count[c_reg_size-12];
         end
assign bin_cnt =  count[c_reg_size-1: c_reg_size-12];
assign done = fin;   
endmodule
module bin2BCD(
    input           clk,
    input           en,
    input   [11:0]  bin_d_in,
    output  [15:0]  bcd_d_out,
   output          rdy
    );
    parameter IDLE      = 3'b000;
    parameter SETUP     = 3'b001;
    parameter ADD       = 3'b010;
    parameter SHIFT     = 3'b011;
    parameter DONE      = 3'b100;
    reg [27:0]  bcd_data    = 0;
    reg [2:0]   state       = 0;
    reg         busy        = 0;
    reg [3:0]   sh_counter  = 0;
    reg [1:0]   add_counter = 0;
    reg         result_rdy  = 0;
    always @(posedge clk)
        begin
        if(en)
            begin
                if(~busy)
                    begin
                    bcd_data    <= {16'b0, bin_d_in};
                    state       <= SETUP;
                    end
            end
        case(state)
            IDLE:
                begin
                    result_rdy  <= 0;
                    busy        <= 0;
                end
            SETUP:
                begin
                busy        <= 1;
                state       <= ADD;
                end
            ADD:
                begin
                case(add_counter)
                    0:
                        begin
                        if(bcd_data[15:12] > 4)
                            begin
                                bcd_data[27:12] <= bcd_data[27:12] + 3;
                            end
                            add_counter <= add_counter + 1;
                        end
                    1:
                        begin
                        if(bcd_data[19:16] > 4)
                            begin
                                bcd_data[27:16] <= bcd_data[27:16] + 3;
                            end
                            add_counter <= add_counter + 1;
                        end
                    2:
                        begin
                        if((add_counter == 2) && (bcd_data[23:20] > 4))
                            begin
                                bcd_data[27:20] <= bcd_data[27:20] + 3;
                            end
                            add_counter <= add_counter + 1;
                        end
                    3:
                        begin
                        if((add_counter == 3) && (bcd_data[27:24] > 4))
                            begin
                                bcd_data[27:24] <= bcd_data[27:24] + 3;
                            end
                            add_counter <= 0;
                            state   <= SHIFT;
                        end
                    endcase
                end
            SHIFT:
                begin
                sh_counter  <= sh_counter + 1;
                bcd_data    <= bcd_data << 1;
                if(sh_counter == 11)
                    begin
                    sh_counter  <= 0;
                    state       <= DONE;
                    end
                else
                    begin
                    state   <= ADD;
                    end
                end
            DONE:
                begin
                result_rdy  <= 1;
                state       <= IDLE;
                end
            default:
                begin
                state <= IDLE;
                end
            endcase
        end
    assign bcd_d_out    = bcd_data[27:12];
   assign rdy          = result_rdy;
endmodule
module multi_seg_drive(
input clk,
 input [15:0] bcd_in,
 output [3:0] sseg_a_o,
 output [6:0] sseg_c_o);
parameter g_s = 5;
parameter gt = 4;
wire [6:0] sseg_o;
reg [3:0] anode =4'b0001;
reg [3:0] bcd_seg =4'b0000;
reg [g_s-1:0] g_count =0;
ss_decode ss_dec(clk, bcd_seg,sseg_o);
    always @(posedge clk)
    begin
    g_count =g_count+1;
        if(g_count == 0)
            begin
            if(anode == 4'b0001)
                begin
                anode = 4'b1000;
                end   
            else 
                begin
                anode = anode >>1;
                end
             end
         if(&g_count[g_s-1:gt])
            begin
            case (anode)  
            4'b1000 : bcd_seg = bcd_in[15:12];
            4'b0100 : bcd_seg = bcd_in[11:8];
            4'b0010 : bcd_seg = bcd_in[7:4];
            4'b0001 : bcd_seg = bcd_in[3:0];
            default : bcd_seg = 4'b1111; 
            endcase
         end 
         else 
            begin
            bcd_seg = 4'b1111; 
            end 
          end
assign  sseg_a_o = ~anode;   
assign  sseg_c_o =  sseg_o;    
endmodule
module ss_decode(clk, bcd,seg);
 input clk;
 input [3:0] bcd;
 output reg[6:0] seg;
    always @(posedge clk)
    begin
        case (bcd)  
            0 : seg = 7'b0000001;
            1 : seg = 7'b1001111;
            2 : seg = 7'b0010010;
            3 : seg = 7'b0000110;
            4 : seg = 7'b1001100;
            5 : seg = 7'b0100100;
            6 : seg = 7'b0100000;
            7 : seg = 7'b0001111;
            8 : seg = 7'b0000000;
            9 : seg = 7'b0000100;
            default : seg = 7'b1111111; 
        endcase
        end 
endmodule
module clk_divider(clock_in,clock_out
    );
input clock_in;  
output reg clock_out;  
reg[27:0] counter=28'd0;
parameter DIVISOR = 28'd2;
always @(posedge clock_in)
begin
 counter <= counter + 28'd1;
 if(counter>=(DIVISOR-1))
  counter <= 28'd0;
 clock_out <= (counter<DIVISOR/2)?1'b1:1'b0;
end
endmodule
$ cat design/flow/run.sh
#!/bin/bash
# OpenROAD 26Q1-2900-gdf79404cd8, Yosys 0.63+post, stock flow scripts
make -C /OpenROAD-flow-scripts/flow DESIGN_CONFIG=/design/flow/config.mk WORK_HOME=/design/flow/orfs finish
==> run notes <==
Entry: Yosys synthesis followed by OpenROAD place and route.

Run:
- Across all stage logs, warnings added up to approximately 44.
- The run puts the number of maximum-capacitance violations at 0.

Worst setup path:
- The run gives the critical path's largest stage delay as between 0.3 and 0.4 ns.
- STA classifies the critical path endpoint as a flop.
- The run gives the type of element launching the critical path as a flop.
- The signal on the critical path passes through nor4_4 -> nand4_1 -> a211oi_2 -> and2_1.
- The run gives the biggest fanout along the worst timing path as 3.
- According to the timing report, the arrival time at the worst endpoint equals ~1.5 ns.
- The run gives the combined buffer and inverter count along the critical path as 0.
- The run gives the standard cell with the maximum stage delay on the critical path as dfxtp_2.
- In the setup report, the worst path falls into the class flop to flop.
- The run gives the category of cells accounting for the largest share of critical-path delay as simple AND/OR/NAND/NOR gates.
- The run gives the critical path required time as 1.22 ns.

Drt:
- The run gives the via-per-instance ratio as roughly 5.3.
- The run puts the antenna cell count at 0.
- The run gives the routed via count as about 5k.
- The run gives the residual DRC count as 0.
- Detailed-route iteration 0 reported a violation count of ~330.
- The run gives the final wirelength as around 13000 um.
- Nets still carrying antenna violations after routing amount to 0.
- The run puts the first-pass detailed-route iteration total at 5.
- The run gives the average detailed-routed wire length per instance as between 10 and 15 um.

Floorplan:
- The run gives the chip footprint as roughly 17000 um2.
- The run gives the starting utilization of the core area as 0.408.
- The run gives the core footprint as ~16000 um2.
- The run puts the top-level I/O count at 12.
- In this run the core area contains approximately 46 standard-cell rows.
- The run puts the horizontal die dimension at between 100 and 150 um.
- The run gives the die span in y as 129 um.

Place:
- The run puts the HPWL after detailed placement at about 9200 um.
- The run gives the count of port buffers added during placement as 11.
- The pre-CTS setup check shows a worst slack of -0.319 ns.
- The run gives the weighted congestion at the end of routability-driven global placement as ~0.87.
- The run puts the placement-stage cell area at approximately 7000 um2.

Synth:
- The run puts the gate count of the mapped netlist at between 600 and 700.
- The number of cells reported by Yosys stat comes to just under 700.
- For reference, the post-synthesis area per instance comes to between 9 and 10 um2.
- By area the synthesized netlist is led by dfxtp_1, edfxtp_1, ha_1.
- The synthesis report names the predominant flop master as dfxtp_1.
- Summing every instance area after synthesis gives approximately 6500 um2.
- The run puts the share of synthesized area occupied by flip-flops and latches at 0.489.
- Once synthesis finished, the tally of register bits stood at about 140.
- Yosys mapped a number of flops with a built-in enable equal to 35.
- The run gives the chip area line of the yosys report as between 6000 and 7000 um2.
- Sorting the Yosys area breakdown by cell type puts at the top dfxtp_1.
- The warning tally printed by Yosys for this design is 6.
- The run gives the fraction of synthesis flops using an asynchronous set or reset pin as 0.
- The number of different library cells used by synthesis comes to around 61.
- The run gives the area share of the leading cell type in the synthesized netlist as 0.326.

Power and ir drop:
- The net switching power in the latest report is roughly 0.0007 W.
- The run gives the switching fraction of total power as 0.179.
- For this design the ratio of total power to cell area is roughly 540 nW/um2.
- The power report attributes to the sequential group a share of 0.513.
- The run gives the share of power burned in the clock network as 0.480.
- The run gives the total power as 0.00383 W.
- The share of total power dissipated in combinational logic is 0.006.
- The run puts the leakage power at about 2.6 nW.
- The run gives the internal power consumption as ~0.0031 W.
- The run gives the maximum resistive drop on vdd as 0.687 mV.

Final timing:
- In the final report, the number of pins over their slew limit comes to 0.
- Dividing the final minimum period by the clock period gives 1.31.
- The run gives the total negative setup slack as -1.02 ns.
- The run gives the count of endpoints without a timing constraint as 157.
- Setup repair after global routing could not meet its margin everywhere.
- The run puts the final hold violation count at 0.
- The timer found between 90 and 100 register pins that no clock reaches; their paths are not timed.
- The run puts the final-report setup violation count at 4.
- The run puts the tightest slew margin relative to the limit at 0.434.
- The run gives the fmax as 765 MHz.
- The run gives the worst clock skew on the final layout as 0.00266 ns.
- Counting I/O delays and the setup requirement, the final critical path takes between 1 and 1.5 ns.
- The run gives the worst hold slack after final layout as 0.564 ns.
- The run puts the final setup slack of the worst path at -0.308 ns.
- The run puts the actual transition at the worst max-transition pin at 0.848 ns.

Global routing:
- The run gives the global route total overflow as 0.
- The first global-routing pass estimated around 21000 um of wire.
- The run gives the number of global-route vias before repair as between 4k and 5k.
- The run gives the total routing usage reported by global routing as 0.161.
- The run puts the maximum number of pins on one net before global-route repair at around 75.
- The number of antenna violations at the first check in global routing is 0.

Clock tree:
- TritonCTS built the clock tree.
- The run puts the total of hold buffers inserted after clock tree synthesis at 0.
- The run puts the number of CTS-inserted buffers at 5.
- The run puts the number of H-tree levels at 2.
- The run puts the clock latency on the worst-skew pair at ~0.28 ns.
- Per the CTS log, the root buffer master is clkbuf_16.
- CTS reports a maximum clock tree buffer depth of 2.
- The run puts the clock transition at the registers of the reported paths at ~0.06 ns.

Status:
- The checks that failed: setup timing.
- The run finished, with violations left.

Worst hold path:
- The run gives the path class of the lowest-slack min-delay path as flop to flop.

Final layout:
- Relative to the synthesized area, the layout overhead comes to 10.3%.
- The run puts the share of final-layout standard cells stronger than drive strength 1 at 0.0576.
- The run puts the summed area of non-filler cells in the final layout at roughly 7100 um2.
- The run puts the fill cell total of the finished layout at between 1k and 1.5k.
[per-layer routing]
metal,GRT usage,vias to the layer above,share of wire
met3,0.0252,4,0.056
met4,0.00623,0,0.0014
met1,0.260,2299,0.49
li1,-,2468,-
met5,0,-,0
met2,0.248,124,0.45
[worst paths after layout]
kind | cells past startpoint | from | to | slack [ns]
hold reg to reg | 3 | uut4.counter[24] | uut4.clock_out | 0.56
hold / removal | 3 | uut4.counter[24] | uut4.clock_out | 0.56
setup / recovery | 4 | uut4.counter[5] | uut4.counter[0] | -0.31
setup reg to reg | 4 | uut4.counter[5] | uut4.counter[0] | -0.31
[synthesized netlist by cell type (2+ instances only)]
cell type    n
ha_1        26
a32oi_1      2
and4_1       2
nor3_1      10
a221oi_1     9
nor4_1      13
o22ai_1      4
or4_1        3
and3_1       9
mux2i_1      2
nor2_1      55
a211oi_1     5
or2_2        2
nand2_1     82
nand2b_1     9
xor2_1      17
o31ai_1     10
mux2_2       2
o311ai_0     4
a22oi_1      8
buf_2        4
a31oi_1      3
dfxtp_1    105
o21ai_1      3
or3_1        2
a32o_1       3
nand4_1     10
o32ai_1      3
a2111oi_0    2
and2_1       6
o211ai_1     7
a21oi_1     29
o21ai_0     42
o21a_1       3
xnor2_1     34
clkbuf_1    23
o2111ai_1    2
inv_1       36
nand3_1     35
buf_1        3
a311oi_1     3
edfxtp_1    35
nor2b_1      7
[worst reg2reg max path: cells and delay by family, from the launching register on]
| family | cells | cell delay (ns) |
|---|---|---|
| AND/OR/NAND/NOR | 3 | 0.61 |
| AND-OR/OR-AND | 1 | 0.31 |
| flip-flops | 1 | 0.33 |
[flip-flops by register name (all words and copies together) (netlist names)]
signal,cells
stat_bcd,16
uut1.count,34
uut1.fin,1
uut1.old_b,1
uut2.add_counter,2
uut2.bcd_data,28
uut2.busy,1
uut2.result_rdy,1
uut2.sh_counter,4
uut2.state,3
uut3.anode,4
uut3.bcd_seg,4
uut3.g_count,5
uut3.ss_dec.seg,7
uut4.clock_out,1
uut4.counter,28
[power groups by stage]
stage     registers, W  clock network [W]  logic (W)
5_1_grt        0.00197            0.00196  0.0000319
6_report       0.00197            0.00184  0.0000247
4_1_cts        0.00195            0.00189  0.0000205
[cell families (layout without fill, tap and decap cells)]
family	count (synthesis)	in the layout	share of synthesized area
and+or+nand+nor	253	253	0.188
AOI/OAI and AO/OA	150	150	0.156
DFF	140	140	0.489
buffers and inverters	67	63	0.0403
xor gates and xnor gates	51	51	0.0692
adders and majority gates	26	26	0.0504
muxes	4	4	0.00659
other	1	25	0.000581
[repair_timing]
action / in CTS / in global routing
pin swaps: 4 / 6
gates resized: 5 / 9
buffers inserted: 1 / 1
setup endpoints to repair: 4 / 4
[cell usage in the layout, fill, tap and decap left out, types with 10 or more instances in the layout]
cell type / n
dfxtp_1: 100
a21oi_1: 29
clkdlybuf4s50_1: 11
nand4_1: 10
nor3_1: 10
xor2_1: 17
o31ai_1: 10
ha_1: 25
nand3_1: 34
inv_1: 34
xnor2_1: 34
o21ai_0: 42
edfxtp_1: 35
conb_1: 25
nand2_1: 82
nor2_1: 55
[cell type report]
cell class	instances	area [um2]	area share
Sequential cell	140	3160	0.444
Tap cell	216	270	0.0380
Multi-Input combinational cell	509	3210	0.451
Timing Repair Buffer	19	170	0.0239
Clock inverter	3	47.5	0.00668
Clock buffer	5	125	0.0176
Inverter	36	135	0.0190
[through the flow]
stage / utilization / std cells
after floorplan: - / 716
after global placement: 0.433 / 918
after detailed placement: 0.433 / 918
after CTS: 0.446 / 927
after global routing: 0.450 / 928
final: 0.450 / 928
Power and IR drop assume default switching activity.
