[./constraint.sdc]
current_design BCDConvert

set clk_period 4.3
set clk_io_pct 0.2

create_clock -name clk0 -period $clk_period [get_ports {clk}]

set non_clock_inputs [all_inputs -no_clocks]
set_input_delay [expr $clk_period * $clk_io_pct] -clock clk0 $non_clock_inputs
set_output_delay [expr $clk_period * $clk_io_pct] -clock clk0 [all_outputs]
[./config.mk]
export PLATFORM = sky130hd
export DESIGN_NAME = BCDConvert
export DESIGN_NICKNAME = BCDConvert
export VERILOG_FILES = /design/flow/design.v
export SDC_FILE = /design/flow/constraint.sdc
export NUM_CORES = 4
export LEC_CHECK = 1
export CORE_UTILIZATION = 40
[./run.sh]
#!/bin/bash
# OpenROAD 26Q1-2900-gdf79404cd8, Yosys 0.63+post, stock flow scripts
make -C /OpenROAD-flow-scripts/flow DESIGN_CONFIG=/design/flow/config.mk WORK_HOME=/design/flow/orfs finish
[./design.v]
module BCDConvert(
    input           clk,
    input           en,
    input   [11:0]  bin_d_in,
    output  [15:0]  bcd_d_out,
    output          rdy
    );
    parameter IDLE      = 3'b000;
    parameter SETUP     = 3'b001;
    parameter ADD       = 3'b010;
    parameter SHIFT     = 3'b011;
    parameter DONE      = 3'b100;
    reg [27:0]  bcd_data    = 0;
    reg [2:0]   state       = 0;
    reg         busy        = 0;
    reg [3:0]   sh_counter  = 0;
    reg [1:0]   add_counter = 0;
    reg         result_rdy  = 0;
    always @(posedge clk)
        begin
        if(en)
            begin
                if(~busy)
                    begin
                    bcd_data    <= {16'b0, bin_d_in};
                    state       <= SETUP;
                    end
            end
        case(state)
            IDLE:
                begin
                    result_rdy  <= 0;
                    busy        <= 0;
                end
            SETUP:
                begin
                busy        <= 1;
                state       <= ADD;
                end
            ADD:
                begin
                case(add_counter)
                    0:
                        begin
                        if(bcd_data[15:12] > 4)
                            begin
                                bcd_data[27:12] <= bcd_data[27:12] + 3;
                            end
                            add_counter <= add_counter + 1;
                        end
                    1:
                        begin
                        if(bcd_data[19:16] > 4)
                            begin
                                bcd_data[27:16] <= bcd_data[27:16] + 3;
                            end
                            add_counter <= add_counter + 1;
                        end
                    2:
                        begin
                        if((add_counter == 2) && (bcd_data[23:20] > 4))
                            begin
                                bcd_data[27:20] <= bcd_data[27:20] + 3;
                            end
                            add_counter <= add_counter + 1;
                        end
                    3:
                        begin
                        if((add_counter == 3) && (bcd_data[27:24] > 4))
                            begin
                                bcd_data[27:24] <= bcd_data[27:24] + 3;
                            end
                            add_counter <= 0;
                            state   <= SHIFT;
                        end
                    endcase
                end
            SHIFT:
                begin
                sh_counter  <= sh_counter + 1;
                bcd_data    <= bcd_data << 1;
                if(sh_counter == 11)
                    begin
                    sh_counter  <= 0;
                    state       <= DONE;
                    end
                else
                    begin
                    state   <= ADD;
                    end
                end
            DONE:
                begin
                result_rdy  <= 1;
                state       <= IDLE;
                end
            default:
                begin
                state <= IDLE;
                end
            endcase
        end
    assign bcd_d_out    = bcd_data[27:12];
    assign rdy          = result_rdy;
endmodule
==> impl_report.txt <==
PHYSICAL IMPLEMENTATION REPORT
----------------------------------------------------
[Clock network]
  Clock-pin transition on the worst setup and hold timing paths ........................ 0.09 ns
  TritonCTS buffer count ........................ 5
  Hold-fix buffers at CTS ........................ 0
  Longest Clk Path Bufs ........................ 2
  Post-cts repair resize count ........................ 0
  CTS tree ........................ done
  Max H-tree Level ........................ 2
  Worst-skew pair later-pin latency ........................ 0.30 ns
  Post-CTS setup-driven buffer insertion count ........................ 0
  Root buffer cell ........................ sky130_fd_sc_hd__clkbuf_8
  Clock Sink Count ........................ 39

[Layout]
  Final standard cell count with taps included and fillers excluded ........................ 500
  Area growth syn-to-layout ........................ 8.06%
  Share of post-route cells with drive strength above 1 ........................ 5.53%
  Number of fill cells in the layout ........................ 787

[Synth]
  Flops & latches, synth ........................ 39
  Number of enable-type register cells in the synthesized netlist ........................ 19
  Main synth FF type ........................ sky130_fd_sc_hd__dfxtp_1
  Register share after synthesis ........................ 30.5%
  Adder and majority gate portion of the synthesized area ........................ 5.11%
  Biggest combinational cell group after synthesis ........................ AND-OR/OR-AND gates
  Share of the synthesized netlist area taken by xor and xnor gates ........................ 3.30%
  Yosys synthesis warning count ........................ 1
  Area fraction in compound gates after synthesis ........................ 25.8%
  Post-synthesis simple-gate area fraction ........................ 21.9%
  Ys async rst share ........................ 0%
  Yosys Chip Area ........................ 0.00318 sq mm
  Multiplexer area fraction after synthesis ........................ 2.28%
  Cell total in the yosys stat output ........................ 408
  Number of different library cells in the post-synthesis netlist ........................ 61
  Syn_area_per_cell ........................ 7.80 sq um
  Synthesized instance count ........................ 408
  Total standard cell area after synthesis ........................ 0.00318 sq mm

[STA]
  Fmax ........................ 379 MHz
  Crit path time final ........................ 2.64 ns
  Final worst hold slack ........................ 0.465 ns
  Final setup vio count ........................ 0
  Hold Fails Final Rpt ........................ 0
  Unrepaired setup endpoints after global routing ........................ false
  Relative max-transition margin ........................ 50.0%
  Period utilisation layout ........................ 61.3%
  Final Max Slew Viols ........................ 0
  Worst Setup Slack, final ........................ 1.66 ns
  Fin Clk Skew ........................ 0.00642 ns
  Fin Setup TNS ........................ 0 ns
  Actual transition at the worst max-transition pin ........................ 0.750 ns

[Global route]
  Pin count of the biggest net entering global routing ........................ 22
  Overflow left after global routing ........................ 0
  Via count of the first global-routing pass ........................ 2723
  All-Layer GR Usage ........................ 21.5%
  Initial antenna violation count ........................ 0
  Global-route wire length before repair ........................ 14.0 mm

[Worst setup path]
  Required time of the worst setup path ........................ 4.49 ns
  Crit. End Element ........................ flip-flop
  CP cell instances ........................ nor2b_1 > buf_4 > nand2_1 > clkinv_1 > a221o_1
  Largest fanout of any net on the critical path ........................ 21
  Crit path from ........................ state[1]
  Slowest stage cell, crit path ........................ sky130_fd_sc_hd__clkinv_1
  Kind of launch point of the worst setup path ........................ flip-flop
  Critical Path Max Stage Delay ........................ 0.75 ns
  Worst R2R Path Depth ........................ 5
  Category of the critical setup timing path ........................ reg -> reg
  Crit Reg-Reg Startpoint ........................ state[1]
  Worst Path Arrival ........................ 2.83 ns

[Detailed routing]
  Post-detailed-routing wire length ........................ 8.20 mm
  DR vias/cell ........................ 5.83
  Antenna diode count ........................ 0
  Count of TritonRoute iterations in the first routing pass ........................ 7
  Total number of vias ........................ 2915
  Detail Route Antenna Nets ........................ 0
  Total DRC errors in the routed layout ........................ 0
  Initial drt markers ........................ 236
  Avg WL per Cell ........................ 16.4 um

[Placed design]
  HPWL Detailed ........................ 5.49 mm
  Number of instances in the placed design ........................ 492
  Routability congestion estimate ........................ 0.894
  Place WS ........................ 1.44 ns
  IO Port Bufs ........................ 30

[Die]
  Standard cell core area ........................ 0.00773 sq mm
  Die extent in y ........................ 91.2 um
  Fp_density ........................ 41.2%
  Horizontal die dimension ........................ 91.2 um
  Die area ........................ 0.00832 sq mm
  FP Rows ........................ 32
  Boundary Pins ........................ 31

[Run]
  Warning total across the stage logs ........................ 32
  Number of max-cap violations ........................ 0

[Power and ir drop]
  Final Total Pwr ........................ 2.44 mW
  Leak ........................ 1.27 nW
  Worst voltage drop across the vdd grid ........................ 0.274 mV
  Power per cell area ........................ 711 mW/mm^2

[Hold path]
  Path category of the worst min-delay check ........................ reg -> reg
  Hold path depth ........................ 2
  Launch instance of the worst min-delay path ........................ bcd_data[0]

[Run status]
  Run status ........................ completed

----------------------------------------------------
routing by layer:
metal / up-vias / track usage (%) / share of wire [%]
li1: 1437 / - / -
met2: 115 / 33.0 / 45
met5: - / 0 / 0
met3: 10 / 2.72 / 6.9
met4: 0 / 3.97 / 1.3
met1: 1353 / 33.9 / 47
registers in the layout (all words and copies together) (netlist names):
register and count:
sh_counter 4, add_counter 2, result_rdy 1, state 3, bcd_data 28, busy 1
critical path: cells and delay by family, from the launching register on:
kind / cells / cell delay (ns)
buffers and inverters: 2 / 0.94
and+or+nand+nor: 2 / 0.65
AOI/OAI and AO/OA: 1 / 0.55
DFF: 1 / 0.38
power breakdown:
part | leakage (nW) | switching, mW | internal, mW
registers | 0.353 | 0.285 | 0.584
clock network | 0.0408 | 0.155 | 0.116
logic | 0.879 | 0.735 | 0.569
synthesized netlist by cell type, drive strengths merged (3+ instances only):
library cell | n | area share, %
nand2 | 59 | 7.0
nand2b | 5 | 0.98
ha | 13 | 5.1
o21ai | 36 | 5.8
nor3b | 4 | 1.3
a22oi | 5 | 1.2
a31oi | 8 | 1.6
and2b | 3 | 0.79
o311ai | 3 | 0.83
o211ai | 5 | 1.2
nand3 | 24 | 3.8
a221o | 4 | 1.3
xnor2 | 9 | 2.5
dfxtp | 20 | 13
edfxtp | 19 | 18
buf | 30 | 6.5
a21oi | 21 | 3.3
clkbuf | 21 | 2.5
xor2 | 3 | 0.83
nand4 | 3 | 1.1
o22ai | 5 | 0.98
nor3 | 7 | 1.1
a221oi | 9 | 2.7
nor2 | 27 | 3.2
mux2i | 5 | 1.6
o31ai | 4 | 0.94
nor2b | 4 | 0.79
o21a | 4 | 0.94
inv | 17 | 2.0
layout make-up:
cell class / instances / area [sq um] / share of cell area (%)
well taps: 102 / 128 / 3.71
clock inverters: 3 / 23.8 / 0.691
flip-flops and latches: 39 / 971 / 28.2
clock buffers: 5 / 68.8 / 2.00
multi-input cells: 300 / 1860 / 54.0
inverters: 18 / 67.6 / 1.96
repair buffers: 33 / 323 / 9.39
final timing paths:
| check | slack [ns] | to |
|---|---|---|
| max | 1.66 | bcd_data[23] |
| min | 0.47 | bcd_data[0] |
| max reg2reg | 1.66 | bcd_data[23] |
| min reg2reg | 0.47 | bcd_data[0] |
cell usage in the layout (no fill, tap or decap), types with 8 or more instances in the layout:
cell type	instances
sky130_fd_sc_hd__a221oi_1	8
sky130_fd_sc_hd__clkdlybuf4s50_1	30
sky130_fd_sc_hd__dfxtp_1	20
sky130_fd_sc_hd__nand2_1	59
sky130_fd_sc_hd__o21ai_0	32
sky130_fd_sc_hd__ha_1	13
sky130_fd_sc_hd__a31oi_1	8
sky130_fd_sc_hd__edfxtp_1	19
sky130_fd_sc_hd__inv_1	17
sky130_fd_sc_hd__nor2_1	27
sky130_fd_sc_hd__xnor2_1	9
sky130_fd_sc_hd__a21oi_1	21
sky130_fd_sc_hd__nand3_1	24
cell families (layout without fill, tap and decap cells):
group | after synthesis | after routing
AOI/OAI and AO/OA | 123 | 123
xor gates and xnor gates | 12 | 12
adders and majority gates | 13 | 13
buffers and inverters | 69 | 59
DFF | 39 | 39
muxes | 7 | 7
and+or+nand+nor | 145 | 145
per-stage QoR:
step	util, %	instance area (sq um)
4_1_cts	44.5	3440
3_3_place_gp	43.3	3350
5_1_grt	44.5	3440
2_1_floorplan	-	3180
6_report	44.5	3440
3_5_place_dp	43.3	3350
Power and IR drop assume default switching activity.
